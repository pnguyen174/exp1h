==> design/flow/design.v <==
`timescale 1ns / 1ps
`default_nettype none
module ram_single_port 
   #(parameter n = 6,
     parameter m = 8) (
	input wire [m-1:0] data_in,
	input wire [n-1:0] addr,
	input wire we, 
	input wire clk,
	output wire [m-1:0] data_out  );
	reg [m-1:0] memory[2**n-1:0];
	always @ (posedge clk)
	begin
		if (we)
			memory[addr] <= data_in;
	end
	assign data_out = memory[addr];
endmodule
`default_nettype wire
==> design/flow/run.sh <==
#!/bin/bash
# OpenROAD 26Q1-2900-gdf79404cd8, Yosys 0.63+post, stock flow scripts
make -C /OpenROAD-flow-scripts/flow DESIGN_CONFIG=/design/flow/config.mk WORK_HOME=/design/flow/orfs finish
==> design/flow/config.mk <==
export PLATFORM = sky130hd
export DESIGN_NAME = ram_single_port
export DESIGN_NICKNAME = ram_single_port
export VERILOG_FILES = /design/flow/design.v
export SDC_FILE = /design/flow/constraint.sdc
export NUM_CORES = 4
export LEC_CHECK = 1
export CORE_UTILIZATION = 40
==> design/flow/constraint.sdc <==
current_design ram_single_port

set clk_period 9.1
set clk_io_pct 0.2

create_clock -name clk0 -period $clk_period [get_ports {clk}]

set non_clock_inputs [all_inputs -no_clocks]
set_input_delay [expr $clk_period * $clk_io_pct] -clock clk0 $non_clock_inputs
set_output_delay [expr $clk_period * $clk_io_pct] -clock clk0 [all_outputs]
==> flow_summary.ini <==
; flow metrics
[worst_setup_path]
cp-endpoint = data_out[5]
cp_data_arrival_time_ns = 5.33
cp-end-kind = output pin
startpoint = addr[0]
worstSetupStartpointType = primary input
path_class = in2out
critPathMaxFanout = 50
worstPathRequired_ns = 7.28

[logic_synthesis]
top_area_share_pct = 75.8
ys_seq_share_pct = 75.8
synth_area_per_cell_um2 = 17.4
synth-warning-count = 1
netlist_area_um2 = 20300
ys_types = 55
top_cells_by_count = 512 x edfxtp_1, 82 x nor2_1, 63 x mux2i_1
synthCells = 1163
edf_count = 512
ys_chip_area_um2 = 20300
synth_top_cell_by_count = edfxtp_1
ys.flop_type = edfxtp_1
ys_cells = 1163
ys.flops = 512
async_flop_share_pct = 0
yosysTopAreaCell = edfxtp_1
topCellsByArea = edfxtp_1 76%, mux4_2 4.6%, mux2i_1 3.1%

[final_timing]
tns_ns = 0
slew_headroom_pct = 22.5
tightest_slew_ns = 1.16
min_period_ns = 7.15
hold_viol = 0
rsz0062_at_grt = no
fmax_ghz = 0.140
report.final.slew_viol_count = 0
layout_setup_ws_ns = 1.95
setup_viol = 0
finalClockPeriodUsage_pct = 78.6

[floorplan]
dieArea_um2 = 51600
die_w_um = 227
core_um2 = 50100
ioPinCount = 24
rows = 82
fp_util_pct = 40.5
fp.dieH_um = 227

[final_layout]
drive_above_1_share_pct = 13.3
syn_to_final_growth_pct = 12.0
regMostFlops = memory
top_regs = memory (512)
largest_reg_flops = 512

[detailed_routing]
drtIter0Drc = 897
drcViolationCount = 0
wire_per_inst_um = 26.9
vias = 11000
viasPerCell = 5.80
firstDrtPassIters = 5
routed_wl_um = 51200
antennaDiodeCount = 0
route.antenna.remaining_nets = 0

[clock_network]
tritoncts = done
post_cts_buffers = 0
cts_root_buf = clkbuf_16
clockBufferDepth = 3
hold_buffers = 0
htree_levels = 2
cts_made_buffers = 51
clkTransAtPathRegs_ns = 0.06
clock-sinks = 512
cts-resized-gates = 0

[placement]
dp_hpwl_um = 30800
dpl_worst_slack_ns = 2.02
gp_routability_congestion = 0.939
io_buffers = 23

[flow_run]
warnings = 25
drv_cap = 0

[pwr]
ir_worst_vdd_uv = 127
p_per_area_nw_per_um2 = 213
leakage_nw = 7.15

[grt]
grt_util_all_layers_pct = 22.3
grt_pass1_vias = 11600
antenna_found_initial = 0
grt_pass1_wl_um = 76000
grt_overflow = 0
grt_max_degree = 68

[worst_hold_path]
worstHoldStart = data_in[6]
hold_class = in2reg

[status]
status = complete, no violations
-- logic make-up (layout without fill, tap and decap cells) --
family	Yosys count	count (layout)	share of synthesized area, %
DFF	512	512	75.8
and+or+nand+nor	229	229	5.76
AOI/OAI and AO/OA	222	222	8.14
muxes	116	116	8.33
buffers and inverters	84	151	2.00
-- how the worst min path moves through the flow --
stage,to,depth (start not counted)
4_1_cts,memory[9][6]$_DFFE_PP_,2
5_1_grt,memory[32][7]$_DFFE_PP_,2
6_report,memory[9][6]$_DFFE_PP_,2
-- layout by cell type (no fill, tap or decap), types with 10 or more instances in the layout --
cell / Yosys / layout
clkbuf_16: 0 / 53
mux2i_1: 63 / 63
nand3b_1: 12 / 12
a31oi_1: 15 / 15
nand2_1: 45 / 45
a22o_1: 10 / 10
a221o_1: 11 / 11
o22ai_1: 22 / 22
nand2b_1: 24 / 24
clkinv_1: 0 / 11
nor2_1: 82 / 81
a221oi_1: 21 / 21
o22a_1: 11 / 11
a22oi_1: 40 / 40
clkdlybuf4s50_1: 0 / 12
mux4_2: 41 / 41
clkbuf_1: 36 / 18
a21oi_1: 28 / 28
edfxtp_1: 512 / 512
buf_4: 4 / 38
-- per-stage QoR --
step,cells,area [um2],power (mW),util [%],hold WS [ns]
2_1_floorplan,1163,20300,2.81,-,1.92
3_3_place_gp,1813,21200,2.93,42.3,2.53
3_5_place_dp,1813,21200,2.93,42.3,2.54
4_1_cts,1902,22700,4.87,45.4,1.92
5_1_grt,1902,22700,4.98,45.4,1.94
6_report,1902,22700,4.83,45.4,1.92
-- worst max-delay path: stages --
cell and delay, ns:
buf_4 0.51, buf_4 0.58, nor2_1 0.13, buf_4 0.23
a221o_1 0.37, a211oi_1 0.49, o22ai_1 0.13, or4b_1 0.59
clkdlybuf4s50_1 0.46
-- area by class of cell --
type | instances | area, um2
timing repair buffer | 59 | 457
tap | 672 | 841
inverter | 3 | 11.3
fill | 4274 | 27400
clock buffer | 71 | 1390
multi-input combinational | 567 | 4510
clock inverter | 18 | 126
sequential | 512 | 15400
-- power breakdown --
| group | internal, mW | switching [mW] | total (mW) | leakage [nW] |
|---|---|---|---|---|
| combinational | 0.0874 | 0.182 | 0.270 | 1.81 |
| sequential | 2.61 | 0.00346 | 2.62 | 4.61 |
| clock | 1.12 | 0.831 | 1.95 | 0.739 |
| total | 3.81 | 1.02 | 4.83 | 7.15 |
-- routing by layer --
layer	part of all wire [%]	track usage, %	vias to the layer above	wire length, um
li1	-	-	4788	-
met5	0	0	-	0
met1	36	30.0	5524	18400
met3	15	13.7	95	7590
met2	46	32.5	630	23600
met4	3.1	5.48	0	1590
No activity file was given, so power comes from the tool's default toggle rates.
